===== flow/design.v =====
module shapeROM(input Reset, frame_clk, 
                input [2:0] shape_index,  
                input [1:0] rotation_index, 
                output [1:0] x0, x1, x2, x3, 
                output [1:0] y0, y1, y2, y3);
always_comb
    begin
        unique case ({shape_index, rotation_index})
            {3'd0, 2'd0}, {3'd0, 2'd2}:  
                begin
                    x0 = 2'd0;
                    y0 = 2'd0;
                    x1 = 2'd1;
                    y1 = 2'd0;
                    x2 = 2'd2;
                    y2 = 2'd0;
                    x3 = 2'd3;
                    y3 = 2'd0;
                end
            {3'd0, 2'd1}, {3'd0, 2'd3}:  
                begin
                    x0 = 2'd0;
                    y0 = 2'd0;
                    x1 = 2'd0;
                    y1 = 2'd1;
                    x2 = 2'd0;
                    y2 = 2'd2;
                    x3 = 2'd0;
                    y3 = 2'd3;
                end
            {3'd1, 2'd0}:  
                begin
                    x0 = 2'd0;
                    y0 = 2'd0;
                    x1 = 2'd0;
                    y1 = 2'd1;
                    x2 = 2'd1;
                    y2 = 2'd1;
                    x3 = 2'd2;
                    y3 = 2'd1;
                end
            {3'd1, 2'd1}:  
                begin
                    x0 = 2'd0;
                    y0 = 2'd0;
                    x1 = 2'd0;
                    y1 = 2'd1;
                    x2 = 2'd0;
                    y2 = 2'd2;
                    x3 = 2'd1;
                    y3 = 2'd0;
                end
            {3'd1, 2'd2}:  
                begin
                    x0 = 2'd0;
                    y0 = 2'd0;
                    x1 = 2'd1;
                    y1 = 2'd0;
                    x2 = 2'd2;
                    y2 = 2'd0;
                    x3 = 2'd2;
                    y3 = 2'd1;
                end
            {3'd1, 2'd3}:  
                begin
                    x0 = 2'd0;
                    y0 = 2'd2;
                    x1 = 2'd1;
                    y1 = 2'd0;
                    x2 = 2'd1;
                    y2 = 2'd1;
                    x3 = 2'd1;
                    y3 = 2'd2;
                end
            {3'd2, 2'd0}:  
                begin
                    x0 = 2'd0;
                    y0 = 2'd1;
                    x1 = 2'd1;
                    y1 = 2'd1;
                    x2 = 2'd2;
                    y2 = 2'd0;
                    x3 = 2'd2;
                    y3 = 2'd1;
                end
            {3'd2, 2'd1}:  
                begin
                    x0 = 2'd0;
                    y0 = 2'd0;
                    x1 = 2'd0;
                    y1 = 2'd1;
                    x2 = 2'd0;
                    y2 = 2'd2;
                    x3 = 2'd1;
                    y3 = 2'd2;
                end
            {3'd2, 2'd2}:  
                begin
                    x0 = 2'd0;
                    y0 = 2'd0;
                    x1 = 2'd0;
                    y1 = 2'd1;
                    x2 = 2'd1;
                    y2 = 2'd0;
                    x3 = 2'd2;
                    y3 = 2'd0;
                end
            {3'd2, 2'd3}:  
                begin
                    x0 = 2'd0;
                    y0 = 2'd0;
                    x1 = 2'd1;
                    y1 = 2'd0;
                    x2 = 2'd1;
                    y2 = 2'd1;
                    x3 = 2'd1;
                    y3 = 2'd2;
                end
            {3'd3, 2'd0}, {3'd3, 2'd2}:  
                begin
                    x0 = 2'd0;
                    y0 = 2'd0; 
                    x1 = 2'd1;
                    y1 = 2'd0;
                    x2 = 2'd1;
                    y2 = 2'd1;
                    x3 = 2'd2;
                    y3 = 2'd1;
                end
            {3'd3, 2'd1}, {3'd3, 2'd3}:  
                begin
                    x0 = 2'd0;
                    y0 = 2'd1;
                    x1 = 2'd0;
                    y1 = 2'd2;
                    x2 = 2'd1;
                    y2 = 2'd0;
                    x3 = 2'd1;
                    y3 = 2'd1;
                end
            {3'd4, 2'd0}, {3'd4, 2'd2}:  
                begin
                    x0 = 2'd0;
                    y0 = 2'd1;
                    x1 = 2'd1;
                    y1 = 2'd0;
                    x2 = 2'd1;
                    y2 = 2'd1;
                    x3 = 2'd2;
                    y3 = 2'd0;
                end
            {3'd4, 2'd1}, {3'd4, 2'd3}:  
                begin
                    x0 = 2'd0;
                    y0 = 2'd0;
                    x1 = 2'd0;
                    y1 = 2'd1;
                    x2 = 2'd1;
                    y2 = 2'd1;
                    x3 = 2'd1;
                    y3 = 2'd2;
                end
            {3'd5, 2'd0}:  
                begin
                    x0 = 2'd0;
                    y0 = 2'd1;
                    x1 = 2'd1;
                    y1 = 2'd0;
                    x2 = 2'd1;
                    y2 = 2'd1;
                    x3 = 2'd2;
                    y3 = 2'd1;
                end
            {3'd5, 2'd1}:  
                begin
                    x0 = 2'd0;
                    y0 = 2'd0;
                    x1 = 2'd0;
                    y1 = 2'd1;
                    x2 = 2'd0;
                    y2 = 2'd2;
                    x3 = 2'd1;
                    y3 = 2'd1;
                end
            {3'd5, 2'd2}:  
                begin
                    x0 = 2'd0;
                    y0 = 2'd0;
                    x1 = 2'd1;
                    y1 = 2'd0;
                    x2 = 2'd1;
                    y2 = 2'd1;
                    x3 = 2'd2;
                    y3 = 2'd0;
                end
            {3'd5, 2'd3}:  
                begin
                    x0 = 2'd0;
                    y0 = 2'd1;
                    x1 = 2'd1;
                    y1 = 2'd0;
                    x2 = 2'd1;
                    y2 = 2'd1;
                    x3 = 2'd1;
                    y3 = 2'd2;
                end
            {3'd6, 2'd0}, {3'd6, 2'd1}, {3'd6, 2'd2}, {3'd6, 2'd3}:  
                begin
                    x0 = 2'd0;
                    y0 = 2'd0;
                    x1 = 2'd0;
                    y1 = 2'd1;
                    x2 = 2'd1;
                    y2 = 2'd0;
                    x3 = 2'd1;
                    y3 = 2'd1;
                end
    endcase
end 
endmodule

===== flow/run.sh =====
#!/bin/bash
# OpenROAD 26Q1-2900-gdf79404cd8, Yosys 0.63+post, stock flow scripts
make -C /OpenROAD-flow-scripts/flow DESIGN_CONFIG=/design/flow/config.mk WORK_HOME=/design/flow/orfs finish

===== flow/config.mk =====
export PLATFORM = sky130hd
export DESIGN_NAME = shapeROM
export DESIGN_NICKNAME = shapeROM
export VERILOG_FILES = /design/flow/design.v
export SDC_FILE = /design/flow/constraint.sdc
export NUM_CORES = 4
export LEC_CHECK = 1
export CORE_AREA = 10 10 70 70
export DIE_AREA = 0 0 80 80

===== flow/constraint.sdc =====
current_design shapeROM

set clk_period 1.2
set clk_io_pct 0.2

create_clock -name clk0 -period $clk_period

set non_clock_inputs [all_inputs -no_clocks]
set_input_delay [expr $clk_period * $clk_io_pct] -clock clk0 $non_clock_inputs
set_output_delay [expr $clk_period * $clk_io_pct] -clock clk0 [all_outputs]

==> impl_metrics.json <==
{
  "outcome": "finished, violations left",
  "violations": "negative setup slack",
  "crit_path_start": "rotation_index[0]",
  "dr.first_iter.drc_count": 8,
  "vias": 653,
  "whs_path_depth": 4,
  "lay_top_count": "buf_6",
  "startpoint_type": "input port",
  "grt_use_met1_pct": 7.844,
  "warnings": 42,
  "place_area_sq_um": 823.3,
  "seq_cells": 0,
  "fill_cells": 345,
  "synthCells": 69,
  "hold_class": "in2out",
  "rsz0062_at_grt": "yes",
  "grt_pass1_wl_mm": 3.436,
  "worst_setup_path_end_kind": "output port",
  "cp_data_required_time_ns": 0.96,
  "cp_max_fo": 6,
  "antenna_found_initial": 0,
  "gp_congestion": 0.8729,
  "finalSetupViolations": 10,
  "die_width_microns": 80,
  "fin_crit_sh_pct": 118.8,
  "drc_errors": 0,
  "combGateArea_sq_um": 591.8,
  "layout_setup_ws_ns": -0.2257,
  "final_area_sq_um": 1127,
  "p_leak_nw": 0.4914,
  "core_sq_um": 3416,
  "grt_usage_pct": 6.257,
  "ys_cells": 69,
  "wl_mm": 2.120,
  "rows": 21,
  "vias_per_cell": 4.133,
  "wl_per_cell_microns": 13.42,
  "critical_path_class": "in2out",
  "finalHoldViolations": 0,
  "port_buffers": 18,
  "yosys_warnings": 153,
  "fin_crit_ns": 1.426,
  "drv_cap": 0,
  "io-pin-count": 23,
  "p_per_area_nw_per_um2": 342.1,
  "worstHoldStart": "shape_index[2]",
  "drive_gt1_share_pct": 77.68,
  "n_antenna_cell": 0,
  "grtUsageMet3_pct": 0.7955,
  "antenna_left": 0,
  "grt_max_degree": 9,
  "netlist_area_sq_um": 498.0,
  "ys_chip_area_sq_um": 498.0,
  "final_cell_mix": "buf_6 (17), buf_4 (15), buf_2 (12)",
  "place_ws_ns": -1.045,
  "critPathArrivalTime_ns": 1.19,
  "synth_area_per_cell_sq_um": 7.217,
  "grt_overflow": 0,
  "die_h_microns": 80,
  "slew_violations": 0,
  "setup_tns_ns": -1.345,
  "firstDrtPassIters": 4,
  "place_hpwl_mm": 1.424,
  "syn_to_final_growth_pct": 126.4,
  "postSynthSeqShare_pct": 0,
  "peakVddDrop_v": 0.0001514,
  "seq_area_sq_um": 0,
  "initCoreUtil_pct": 14.58,
  "grtUsageMet2_pct": 11.64,
  "clkbuf_count": 0,
  "busiest_layer": "met2",
  "fmax_mhz": 701.4,
  "grt_pass1_vias": 689,
  "holdWs_ns": 0.8510,
  "ys_types": 31,
  "utilization_pct": 33.00,
  "dieArea_sq_um": 6400
}
==> critical path, cell delays in order <==
cell	delay, ns
buf_12	0.10
inv_6	0.03
ha_4	0.28
inv_4	0.04
a21o_2	0.17
a32o_1	0.21
buf_2	0.11
==> kinds of logic (layout without fill, tap and decap cells) <==
logic type	Yosys count	in the layout	synth area share (%)
AOI/OAI and AO/OA	23	23	34.67
and+or+nand+nor	19	19	21.11
buffers and inverters	15	56	17.84
adders and majority gates	7	7	17.59
muxes	4	4	8.041
other	1	3	0.7530
==> layout make-up <==
type                       instances  area share (%)
timing repair buffer              49           38.29
multi-input combinational         56           52.50
tap                               46           5.105
inverter                           7           4.107
==> through the flow <==
stage	power [mW]	instances
2_1_floorplan	0.1359	71
3_3_place_gp	0.2789	144
3_5_place_dp	0.2776	144
4_1_cts	0.3489	155
5_1_grt	0.4153	158
6_report	0.3856	158
==> worst paths after layout <==
check               end  slack (ns)
hold / removal    x2[1]        0.85
setup / recovery  y2[0]       -0.23
==> cell usage after synthesis <==
master	number	area (sq um)
mux2i_1	4	40.04
nor3b_1	1	7.510
o21ai_0	3	15.01
a32oi_1	1	8.760
a31oi_1	1	6.260
nand2_1	5	18.77
nand3_1	4	20.02
and2b_2	2	17.52
o22a_1	2	17.52
a22oi_1	2	15.01
inv_2	1	3.750
and2_2	1	7.510
buf_4	4	30.03
o211ai_2	1	12.51
nor2_1	1	3.750
ha_1	7	87.58
a21oi_1	5	25.02
nor3_1	1	5.000
a21o_2	1	8.760
buf_6	2	22.52
a211oi_2	1	12.51
a21boi_0	1	7.510
a32o_1	1	10.01
nor2b_1	2	12.51
nand2b_1	2	12.51
inv_1	6	22.52
conb_1	1	3.750
a21oi_2	2	17.52
buf_2	2	10.01
o221ai_1	1	8.760
o211ai_1	1	7.510
==> metal layers <==
| metal | vias up | part of all wire, % |
|---|---|---|
| met1 | 320 | 42 |
| met4 | 0 | 0 |
| met2 | 5 | 54 |
| met3 | 0 | 3.2 |
| met5 | - | 0 |
| li1 | 328 | - |
==> what timing repair did <==
| action | 4_1_cts | 5_1_grt |
|---|---|---|
| setup buffers | 12 | 4 |
| endpoints found under the setup margin | 13 | 13 |
| gates resized | 107 | 22 |
| endpoints found under the hold margin | 0 | 0 |
| gates cloned | 1 | 0 |
| pin swaps | 20 | 15 |
| hold buffers | 0 | 0 |
==> power by group <==
group | leakage (nW) | total [mW] | internal [mW] | switching (mW)
combinational | 0.491 | 0.386 | 0.216 | 0.169
clock | 0 | 0 | 0 | 0
sequential | 0 | 0 | 0 | 0
Power and IR drop assume default switching activity.

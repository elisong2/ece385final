[/design/flow/run.sh]
#!/bin/bash
# OpenROAD 26Q1-2900-gdf79404cd8, Yosys 0.63+post, stock flow scripts
make -C /OpenROAD-flow-scripts/flow DESIGN_CONFIG=/design/flow/config.mk WORK_HOME=/design/flow/orfs finish
[/design/flow/config.mk]
export PLATFORM = sky130hd
export DESIGN_NAME = draw_block
export DESIGN_NICKNAME = draw_block
export VERILOG_FILES = /design/flow/design.v
export SDC_FILE = /design/flow/constraint.sdc
export NUM_CORES = 4
export LEC_CHECK = 1
export CORE_UTILIZATION = 50
[/design/flow/constraint.sdc]
current_design draw_block

set clk_period 6.0
set clk_io_pct 0.2

create_clock -name clk0 -period $clk_period

set non_clock_inputs [all_inputs -no_clocks]
set_input_delay [expr $clk_period * $clk_io_pct] -clock clk0 $non_clock_inputs
set_output_delay [expr $clk_period * $clk_io_pct] -clock clk0 [all_outputs]
[/design/flow/design.v]
module draw_block(input frame_clk,
						  input [9:0] x0, x1, x2, x3, y0, y1, y2, y3,
                    input [9:0] DrawX, DrawY,
                    output is_block);
logic [9:0] cx0, cy0, cx1, cy1, cx2, cy2, cx3, cy3;
logic [9:0] nx0, ny0, nx1, ny1, nx2, ny2, nx3, ny3;
assign cx0 = ((x0 + 10'd5)*10'd20) + 10'd111;
assign cx1 = ((x1 + 10'd5)*10'd20) + 10'd111;
assign cx2 = ((x2 + 10'd5)*10'd20) + 10'd111;
assign cx3 = ((x3 + 10'd5)*10'd20) + 10'd111;
assign cy0 = (y0)*(10'd20) + 10'd21;
assign cy1 = (y1)*(10'd20) + 10'd21;
assign cy2 = (y2)*(10'd20) + 10'd21;
assign cy3 = (y3)*(10'd20) + 10'd21;
assign nx0 = cx0 + 10'd20;
assign nx1 = cx1 + 10'd20;
assign nx2 = cx2 + 10'd20;
assign nx3 = cx3 + 10'd20;
assign ny0 = cy0 + 10'd20;
assign ny1 = cy1 + 10'd20;
assign ny2 = cy2 + 10'd20;
assign ny3 = cy3 + 10'd20;
always_comb
begin
    if (DrawX > cx0 && DrawX < nx0 && DrawY > cy0 && DrawY < ny0)
		begin
         is_block = 1'b1;
		end
    else if (DrawX > cx1 && DrawX < nx1 && DrawY > cy1 && DrawY < ny1)
		begin
         is_block = 1'b1;
		end
    else if (((DrawX > cx2) && (DrawX < nx2)) && ((DrawY > cy2) && (DrawY < ny2)))
		begin
         is_block = 1'b1;
		end
    else if (((DrawX > cx3) && (DrawX < nx3)) && ((DrawY > cy3) && (DrawY < ny3)))
		begin
         is_block = 1'b1;
		end
    else 
		begin
         is_block = 1'b0;
		end
end
endmodule
==> CHANGELOG.md <==
### Implementation results

* Worst setup startpoint: y2[4]
* Crit start category: input port
* RD Place Congestion at 0.9095
* Synth area leader: ha_1
* DIE AREA at 13900 um^2
* # Cells Yosys at 833
* RSZ-0062 raised after global routing: yes
* Cell Area, Placed at 9150 um^2
* Global-route wire length before repair at 29.46 mm
* Peak supply drop at 157.5 uV
* Top cell area share at 38.76%
* Log Warnings at 68
* Sequential Area at 0 um^2
* Boundary Pins at 102
* Vias at 6728
* Die Span Y at 117.9 um
* Top cell family by delay on the critical path: buffers and inverters
* Final Max Slew Viols at 0
* Yosys chip area at 6715 um^2
* Final instance area at 9983 um^2
* Stages on worst setup path at 17
* Iter 0 DRT Violations at 198
* DIE WIDTH at 117.9 um
* Cell area leaders: ha_1 (39%), xnor2_1 (15%), xor2_1 (5.3%)
* Vias in the first global route at 6549
* Crit path to: is_block
* Final WS setup at -164.3 ps
* Total gr overflow at 0
* Seq/Total Area, Yosys at 0%
* Post-Syn Area per Cell at 8.061 um^2
* Post-Syn Instances at 833
* Crit path DRT at 4800 ps
* PD cells at 252.9 nW/um^2
* Hold Crit Start: y0[1]
* Drt pass-1 iters at 4
* Minimum clock period after layout at 6164 ps
* End-of-flow core utilization at 77.53%
* Overall Power at 2.525 mW
* DPL Wire Length at 13.85 mm
* Clkbuf count at 0
* Setup crit end kind: output pin
* Worst-path cell chain: clkdlybuf4s50_1 -> ha_1 -> inv_1 -> fa_2 -> xor2_2 -> buf_4 -> xnor2_2 -> inv_1 -> ha_1 -> nand4_1 -> nor4_1 -> buf_4 -> a21oi_1 -> o211ai_1 -> a2111oi_2 -> or4_4 -> buf_2
* Commonest cells in the netlist: ha_1 (208), xnor2_1 (117), a21oi_1 (69)
* Crit Path Category: input port to output pin
* Failing checks: setup timing
* Final setup violation count at 1
* Drt drc at 0
* Max cap viols at 0
* DR vias/cell at 5.211
* Crit share post-route at 102.7%
* Fin. Hold Viols at 0
* Flop Count at 0
* Diode count at 0
* FMAX at 162.2 MHz
* Share of cells above drive strength 1 at 30.38%
* DRT Wirelength at 17.44 mm
* Layout Cells excl Fill at 1291
* Status: complete, but fails checks
* Mapped cell area at 6715 um^2
* Top-count cell post-synth: ha_1
* Critical path peak fanout at 3
* Worst Path Arrival at 4960 ps
* Area Overhead vs Synth at 48.67%
* Tot GR Track Use at 25.23%
* Fillers at 850
* Initial antenna violation count at 0
* Placed Cells at 1271
* Yosys warns at 6
* Worst-Margin Slew at 517.3 ps
* Critical-path top delay cell: or4_4
* P_leak at 4.847 nW
* CORE AREA at 12880 um^2
* Core utilization at floorplan at 52.15%
* Buf+Inv Stages, Crit Path at 6
* IO Port Bufs at 85
* WL per Instance at 13.51 um
* Site row count at 41
* Hold Crit Class: input port to output pin
* Crit-path max cell delay at 550 ps
* Antenna Nets Post-Route at 0
* Slew headroom at 65.40%
* Largest net degree at the start of global routing at 9
* Synth unique cells at 52
[logic make-up (layout without fill, tap and decap cells)]
kind of cell | count (synthesis) | after routing | synth area share, %
adders and majority gates | 216 | 216 | 41.14
buffers and inverters | 74 | 360 | 4.267
and+or+nand+nor | 197 | 197 | 15.07
AOI/OAI and AO/OA | 173 | 173 | 15.65
xor gates and xnor gates | 165 | 165 | 22.68
muxes | 8 | 8 | 1.193
[timing repair]
| item | in CTS | in global routing |
|---|---|---|
| pin swaps | 112 | 33 |
| setup endpoints to repair | 1 | 1 |
| hold buffers | 0 | 0 |
| gates resized | 192 | 36 |
| hold endpoints to repair | 0 | 0 |
| setup buffers | 20 | 0 |
[per-stage QoR]
| step | setup WS (ps) | hold slack [ps] | setup TNS (ps) |
|---|---|---|---|
| 3_3_place_gp | -1113 | 4166 | -1113 |
| 3_5_place_dp | -1150 | 4177 | -1150 |
| 2_1_floorplan | 147.2 | 2848 | 0 |
| 4_1_cts | -168.9 | 3788 | -168.9 |
| 5_1_grt | -399.8 | 3837 | -399.8 |
| 6_report | -164.3 | 3730 | -164.3 |
[final cells by class]
type | instances | area, um^2 | area share, %
timing repair buffer | 291 | 2387 | 23.91
tap | 172 | 215.2 | 2.156
multi-input combinational | 759 | 7122 | 71.34
inverter | 69 | 259.0 | 2.594
[routing by layer]
| metal | global-route usage [%] | vias to the layer above | routed length [um] |
|---|---|---|---|
| met5 | 0 | - | 0 |
| met4 | 1.763 | 0 | 110 |
| met3 | 1.334 | 8 | 541 |
| met2 | 40.55 | 96 | 7523 |
| met1 | 38.78 | 3068 | 9269 |
| li1 | - | 3556 | - |
[worst min-delay path by stage]
stage                 endpoint  slack (ps)  cells after the start
after CTS             is_block        3790                      8
after global routing  is_block        3840                      8
final                 is_block        3730                      8
[power by group]
| group | leakage [nW] | switching (mW) | total (mW) | internal [mW] |
|---|---|---|---|---|
| clock network | 0 | 0 | 0 | 0 |
| registers | 0 | 0 | 0 | 0 |
| logic | 4.85 | 1.18 | 2.52 | 1.34 |
[cells in the final DEF, fill, tap and decap left out, drive strengths merged, types with 8 or more instances in the layout]
cell type	Yosys	layout
buf	5	216
clkdlybuf4s50	0	53
fa	8	8
nand4	17	17
nor2	60	60
inv	69	69
ha	208	208
xor2	43	43
xnor2	118	118
a21o	18	18
nand3	14	14
dlygate4sd2	0	17
nand3b	10	10
o21ai	39	39
a211oi	13	13
a21oi	69	69
nand2	43	43
mux2i	8	8
nand2b	16	16
Power and IR drop assume default switching activity.
